===== ./config.mk =====
export PLATFORM = sky130hd
export DESIGN_NAME = spi_master
export DESIGN_NICKNAME = spi_master
export VERILOG_FILES = /design/flow/design.v
export SDC_FILE = /design/flow/constraint.sdc
export NUM_CORES = 4
export LEC_CHECK = 1
export CORE_UTILIZATION = 30

===== ./constraint.sdc =====
current_design spi_master

set clk_period 10.4
set clk_io_pct 0.2

create_clock -name clk0 -period $clk_period [get_ports {clk}]

set non_clock_inputs [all_inputs -no_clocks]
set_input_delay [expr $clk_period * $clk_io_pct] -clock clk0 $non_clock_inputs
set_output_delay [expr $clk_period * $clk_io_pct] -clock clk0 [all_outputs]

===== ./design.v =====
module spi_master (
    input  wire        clk,         
    input  wire        rst,         
    input  wire        start,       
    input  wire [31:0] tx_data,     
    output reg  [31:0] rx_data,     
    output reg         done,        
    output reg  sclk,
    output reg  mosi,
    input  wire miso,
    output reg  cs
);
parameter CLK_DIV = 25;  
reg [7:0]  clk_cnt;
reg        spi_clk_en;
reg [5:0]  bit_cnt;
reg [31:0] shift_tx;
reg [31:0] shift_rx;
always @(posedge clk or posedge rst) begin
    if (rst) begin
        clk_cnt <= 0;
        sclk <= 0;
    end
    else if (spi_clk_en) begin
        if (clk_cnt == CLK_DIV-1) begin
            clk_cnt <= 0;
            sclk <= ~sclk;
        end
        else
            clk_cnt <= clk_cnt + 1;
    end
    else begin
        clk_cnt <= 0;
        sclk <= 0;
    end
end
localparam IDLE  = 0;
localparam LOAD  = 1;
localparam SHIFT = 2;
localparam DONE  = 3;
reg [1:0] state;
always @(posedge clk or posedge rst) begin
    if (rst) begin
        state   <= IDLE;
        cs      <= 1;
        done    <= 0;
        spi_clk_en <= 0;
        bit_cnt <= 0;
        mosi    <= 0;
    end
    else begin
        done <= 0;
        case(state)
        IDLE: begin
            cs <= 1;
            spi_clk_en <= 0;
            if (start) begin
                shift_tx <= tx_data;
                bit_cnt  <= 31;
                cs <= 0;                  
                spi_clk_en <= 1;
                state <= LOAD;
            end
        end
        LOAD: begin
            mosi <= shift_tx[31];
            state <= SHIFT;
        end
        SHIFT: begin
            if (sclk == 0 && clk_cnt == 0) begin
                shift_rx[bit_cnt] <= miso;
                if (bit_cnt == 0) begin
                    spi_clk_en <= 0;
                    state <= DONE;
                end
                else begin
                    bit_cnt <= bit_cnt - 1;
                    shift_tx <= shift_tx << 1;
                    mosi <= shift_tx[30];
                end
            end
        end
        DONE: begin
            cs <= 1;
            rx_data <= shift_rx;
            done <= 1;
            state <= IDLE;
        end
        endcase
    end
end
endmodule

===== ./run.sh =====
#!/bin/bash
# OpenROAD 26Q1-2900-gdf79404cd8, Yosys 0.63+post, stock flow scripts
make -C /OpenROAD-flow-scripts/flow DESIGN_CONFIG=/design/flow/config.mk WORK_HOME=/design/flow/orfs finish

==> flow_metrics.tcl <==
# place-and-route summary
set metrics [dict create \
    timing.final.setup_violations 0 \
    hold_start "shift_rx[2]" \
    die-area_mm2 0.01896 \
    avgSynthCellArea_um2 13.47 \
    p_switching_uw 218.5 \
    max_clock_freq_mhz 265.2 \
    clock_tree.htree_level_count 4 \
    grt_max_degree 46 \
    p_int_uw 891.7 \
    slew-limit-headroom_pct 48.47 \
    synthesis.yosys.warnings 1 \
    grt_first_pass_wirelength_mm 17.92 \
    warnings 30 \
    hold_path_class "register to register" \
    timing.critical_path.fanout_max 32 \
    core_density_at_floorplan_pct 30.65 \
    synthTopCellsByArea "edfxtp_1, dfrtp_1, mux2_2" \
    fillers 1679 \
    most-common-layout-cells "edfxtp_1, clkdlybuf4s50_1, mux2_2, inv_1, o2bb2ai_1" \
    remaining_design_rule_violation_count 0 \
    insertedDiodeCount 0 \
    grt.overflow.total 0 \
    p_sw_share_pct 19.68 \
    synth_largest_type_area_fraction_pct 52.19 \
    detail_route.wl_per_cell_um 14.55 \
    place.port_buffers 71 \
    worstSetupPathType "input pin to register" \
    ys.flops 119 \
    gr-usage-all-layers_pct 12.56 \
    relative_contribution_of_the_clock_network_to_total_power_pct 49.7 \
    clkSinkCount 119 \
    wl_mm 10.67 \
    final.setup.worst_slack_ns 6.629 \
    synth-edff-count 96 \
    final_max_slew_viol_count 0 \
    critical_path_required_ns 10.47 \
    cts-root-to-sink-buffers 2 \
    clk_pin_slew_ns 0.05 \
    final.min_clock_period_ns 3.771 \
    syn2layout_area_growth_pct 28.29 \
    pwr-share-comb_pct 2.8 \
    unrepaired_setup_endpoints_after_global_routing "false" \
    worst-slew-pin-transition_ns 0.7701 \
    total_setup_buffers_inserted_after_cts 0 \
    place.gp.congestion 0.8278 \
    cts-resized-gates 0 \
    die_w_um 137.7 \
    pwr-share-seq_pct 47.5 \
    power_density_mw_per_mm2 156.7 \
    worst_setup_timing_slack_at_the_placement_stage_ns 6.200 \
    post_synth_num_cell_types 57 \
    fp-row-count 49 \
    detailedRoute.firstPassIterationCount 5 \
    initial_antenna_violation_count 0 \
    synth_cell_area_mm2 0.005524 \
    synthesis.instances 410 \
    finalSetupTns_ns 0 \
    min_period_over_period_pct 36.26 \
    first_global_vias 3518 \
    yosysTopAreaCell "edfxtp_1" \
    power_leakage_uw 0.002433 \
    regToRegStartpoint "bit_cnt[0]" \
    cts_hold_buffers 0 \
    drt-vias-per-instance 4.967 \
    tritoncts.num_buffers 17 \
    ant_nets 0 \
    maximum_ir_drop_on_the_vdd_rail_v 0.0001122 \
    clockRootBuffer "clkbuf_16" \
    io-pin-count 72 \
    ys_chip_area_mm2 0.005524 \
    worst_ep_arrival_time_ns 3.84 \
    die_height_um 137.7 \
    detailroute.via_count 3641 \
    post_route_cells_drive_above_1_share_pct 17.46 \
    cap_violations 0 \
    clock_tree_from_tritoncts "done" \
    synthFlopType "edfxtp_1" \
    startpoint_type "input pin" \
    hpwlAfterDp_mm 7.100 \
    part_of_the_yosys_area_used_for_sequential_elements_pct 62.65 \
    final_layout_top_logic_cell "edfxtp_1" \
    clk-insertion-delay-late_ns 0.41 \
    synth_stat.cells 410 \
    cp_endpoint_kind "register" \
    core_area_mm2 0.01802 \
    critPathLaunch "start" \
    status "finished, final reports clean" \
    hold_violations 0 \
    finalClockSkew_ns 0.005667 \
    iteration_0_drc_markers 293 \
    hold_slack_ns 0.4472 \
    synth_async_sr_flop_share_pct 19.33 \
]
final timing paths:
path                       cells after the start  slack [ns]           end
setup / recovery                               5        6.63  shift_tx[26]
min in group asynchronous                      2        2.17          mosi
setup reg to reg                               6        7.03  shift_rx[28]
max in group asynchronous                      3        7.69    clk_cnt[7]
hold reg to reg                                0        0.45    rx_data[2]
hold / removal                                 0        0.45    rx_data[2]
cell usage after synthesis (all sizes together) (5+ instances only):
cell	instances
a211oi	18
a221oi	11
o2bb2ai	22
edfxtp	96
clkbuf	13
a22oi	6
nor2	19
nand2	11
a21oi	8
mux2	37
dfrtp	21
nor2b	8
nor3	9
nand4	5
nand3	7
inv	33
o21ai	10
ha	7
registers in the layout, summed over array words and instances (netlist names):
register	flops
clk_cnt	8
cs	1
state	4
spi_clk_en	1
sclk	1
rx_data	32
done	1
shift_rx	32
shift_tx	32
mosi	1
bit_cnt	6
worst max-delay path: stages:
cell	delay [ns]
clkdlybuf4s50_1	0.48
nand2b_1	0.24
o21ai_0	0.33
a211oi_4	0.29
buf_4	0.40
power by group through the flow:
stage     Sequential [uW]  Clock (uW)  Combinational (uW)
4_1_cts               527         565                32.0
5_1_grt               528         588                34.8
6_report              527         552                31.3
layout make-up:
cell class | instances | area, um2 | share of cell area, %
well taps | 229 | 286.5 | 4.043
flip-flops and latches | 119 | 3462 | 48.85
repair buffers | 79 | 770.7 | 10.88
clock inverters | 14 | 133.9 | 1.889
clock buffers | 18 | 429.2 | 6.056
inverters | 33 | 123.9 | 1.748
multi-input cells | 241 | 1881 | 26.54
per-stage QoR:
| stage | power (uW) | utilization (%) | std cells | area, um2 |
|---|---|---|---|---|
| after floorplan | 548.8 | - | 410 | 5524 |
| after global placement | 567.5 | 36.19 | 701 | 6524 |
| after detailed placement | 568.3 | 36.19 | 701 | 6524 |
| after CTS | 1124 | 39.32 | 733 | 7087 |
| after global routing | 1150 | 39.32 | 733 | 7087 |
| final | 1110 | 39.32 | 733 | 7087 |
cells by family (layout without fill, tap and decap cells):
group	after synthesis	in the layout	share of synthesized area [%]
AND-OR/OR-AND	101	101	14.59
XOR/XNOR	7	7	1.110
adder cells (fa/ha/maj)	7	7	1.585
buffers and inverters	50	144	3.647
flip-flops	119	119	62.65
multiplexers	40	40	8.086
AND/OR/NAND/NOR	86	86	8.335
per-layer routing:
metal / vias up / share of wire [%] / GRT usage, % / routed length, um
li1: 1749 / - / - / -
met2: 136 / 44 / 17.50 / 4648
met5: - / 0 / 0 / 0
met4: 0 / 1.8 / 2.717 / 188
met1: 1738 / 48 / 20.19 / 5069
met3: 18 / 7.1 / 3.716 / 760
Power is estimated from default activity; no workload was simulated.
