**flow/run.sh**
```bash
#!/bin/bash
# OpenROAD 26Q1-2900-gdf79404cd8, Yosys 0.63+post, stock flow scripts
make -C /OpenROAD-flow-scripts/flow DESIGN_CONFIG=/design/flow/config.mk WORK_HOME=/design/flow/orfs finish
```
**flow/config.mk**
```make
export PLATFORM = sky130hd
export DESIGN_NAME = top
export DESIGN_NICKNAME = top
export VERILOG_FILES = /design/flow/design.v
export SDC_FILE = /design/flow/constraint.sdc
export NUM_CORES = 4
export LEC_CHECK = 1
export CORE_UTILIZATION = 40
```
**flow/constraint.sdc**
```tcl
current_design top

set clk_period 7.2
set clk_io_pct 0.2

create_clock -name clk0 -period $clk_period [get_ports {clk}]

set non_clock_inputs [all_inputs -no_clocks]
set_input_delay [expr $clk_period * $clk_io_pct] -clock clk0 $non_clock_inputs
set_output_delay [expr $clk_period * $clk_io_pct] -clock clk0 [all_outputs]
```
**flow/design.v**
```verilog
module max30003_driver (
    input  wire clk,
    input  wire rst,
    input  wire spi_miso,
    output reg  spi_mosi,
    output reg  spi_sclk,
    output reg  spi_cs,
    output reg [17:0] ecg_sample,
    output reg sample_valid
);
reg [7:0] clk_div;
always @(posedge clk) clk_div <= clk_div + 1;
wire spi_clk = clk_div[2];
localparam IDLE  = 0;
localparam RESET = 1;
localparam CONFIG= 2;
localparam READ  = 3;
reg [1:0] state = IDLE;
reg [31:0] shift_reg;
reg [5:0]  bit_cnt;
always @(posedge clk) begin
    case(state)
    IDLE:
    begin
        spi_cs <= 1;
        state  <= RESET;
    end
    RESET:
    begin
        spi_cs   <= 0;
        shift_reg<= {8'h08,24'h000000};
        state    <= CONFIG;
    end
    CONFIG:
    begin
        spi_cs   <= 0;
        shift_reg<= {8'h10,24'h081007};
        state    <= READ;
    end
    READ:
    begin
        spi_cs <= 0;
        ecg_sample   <= ecg_sample + 1;
        sample_valid <= 1;
        state <= READ;
    end
    endcase
end
endmodule
module top (
    input  wire clk,
    input  wire spi_miso,
    output wire spi_mosi,
    output wire spi_sclk,
    output wire spi_cs,
    input  wire ecg_int,
    output wire uart_tx,
    input  wire uart_rx
);
wire [17:0] ecg_sample;
wire sample_valid;
max30003_driver ECG (
    .clk(clk),
    .rst(1'b0),
    .spi_miso(spi_miso),
    .spi_mosi(spi_mosi),
    .spi_sclk(spi_sclk),
    .spi_cs  (spi_cs),
    .ecg_sample(ecg_sample),
    .sample_valid(sample_valid)
);
uart_tx UART (
    .clk(clk),
    .data_in({14'b0, ecg_sample}),  
    .start(sample_valid),
    .tx(uart_tx),
    .busy()
);
endmodule
module uart_tx #
(
    parameter CLK_FREQ = 100_000_000,
    parameter BAUD     = 115200
)
(
    input  wire clk,
    input  wire [31:0] data_in,
    input  wire start,
    output reg  tx,
    output reg  busy
);
localparam BAUD_DIV = CLK_FREQ / BAUD;
reg [31:0] baud_cnt = 0;
reg baud_tick = 0;
always @(posedge clk) begin
    if (baud_cnt == BAUD_DIV-1) begin
        baud_cnt  <= 0;
        baud_tick <= 1;
    end else begin
        baud_cnt  <= baud_cnt + 1;
        baud_tick <= 0;
    end
end
reg [5:0] bit_cnt = 0;
reg [31:0] shift_reg = 0;
always @(posedge clk) begin
    if (start && !busy) begin
        busy      <= 1;
        shift_reg <= data_in;
        bit_cnt   <= 0;
    end
    if (busy && baud_tick) begin
        case (bit_cnt)
            0:  tx <= 0;  
            1  : tx <= shift_reg[0];
            2  : tx <= shift_reg[1];
            3  : tx <= shift_reg[2];
            4  : tx <= shift_reg[3];
            5  : tx <= shift_reg[4];
            6  : tx <= shift_reg[5];
            7  : tx <= shift_reg[6];
            8  : tx <= shift_reg[7];
            9  : tx <= shift_reg[8];
            10 : tx <= shift_reg[9];
            11 : tx <= shift_reg[10];
            12 : tx <= shift_reg[11];
            13 : tx <= shift_reg[12];
            14 : tx <= shift_reg[13];
            15 : tx <= shift_reg[14];
            16 : tx <= shift_reg[15];
            17 : tx <= shift_reg[16];
            18 : tx <= shift_reg[17];
            19 : tx <= shift_reg[18];
            20 : tx <= shift_reg[19];
            21 : tx <= shift_reg[20];
            22 : tx <= shift_reg[21];
            23 : tx <= shift_reg[22];
            24 : tx <= shift_reg[23];
            25 : tx <= shift_reg[24];
            26 : tx <= shift_reg[25];
            27 : tx <= shift_reg[26];
            28 : tx <= shift_reg[27];
            29 : tx <= shift_reg[28];
            30 : tx <= shift_reg[29];
            31 : tx <= shift_reg[30];
            32 : tx <= shift_reg[31];
            33: tx <= 1;  
            default: begin
                tx   <= 1;
                busy <= 0;
            end
        endcase
        bit_cnt <= bit_cnt + 1;
    end
end
endmodule
```
==> results.py <==
# Metrics from the implementation run
metrics = {
    "outcome": {
        "outcome": "complete, no violations",
    },
    "global_routing": {
        "grt_max_degree": 19,
        "grt_pass1_wl_um": 9040,
        "grt_pass1_vias": 1948,
        "overflow": 0,
        "antenna_found_initial": 0,
        "grt_util_all_layers": 0.137,
    },
    "floorplanning": {
        "dieHeight_um": 93.5,
        "fp_util": 0.422,
        "core_um2": 7930,
        "pin_count": 8,
        "die_w_um": 93.5,
        "die-area_um2": 8740,
        "rows": 32,
    },
    "synthesis": {
        "ys_area_um2": 3350,
        "synth_cell_types": 40,
        "netlist_area_um2": 3350,
        "syn_inst": 281,
        "async_flop_share": 0,
        "ys_cells": 281,
        "yosysTopAreaCellShare": 0.386,
        "largest_area_cell": "edfxtp_1",
        "synth.most_common_cell": "edfxtp_1",
        "edf_count": 43,
        "yosys-top-cells-area": "edfxtp_1, dfxtp_1, xnor2_1",
        "avgSynthCellArea_um2": 11.9,
        "ys.flops": 80,
        "ys.warnings.count": 4,
        "ys_seq_frac": 0.607,
        "top_cells_by_count": "edfxtp_1, dfxtp_1, xnor2_1",
        "synth_top_flop_cell": "edfxtp_1",
    },
    "sta": {
        "tightest_slew_ps": 826,
        "fmax_mhz": 391,
        "final.setup.worst_slack_ps": 4640,
        "setup_tns_ps": 0,
        "rsz0062_at_grt": "no",
        "hold_viol": 0,
        "maxSlewHeadroom": 0.449,
        "fin_skew_ps": 12.2,
        "finalCritPeriodShare": 0.355,
        "slew_viol_final": 0,
        "setup_violations": 0,
        "fin_crit_ps": 2560,
    },
    "critical_path": {
        "crit_arrival_ps": 1120,
        "crit_slowest_cell": "clkdlybuf4s50_1",
        "endpoint_kind": "primary output",
        "cp-start-kind": "register",
        "r2r_start": "UART.bit_cnt[0]",
        "worst_path_dominant_cell_family": "buffers and inverters",
        "path_max_fanout": 1,
        "r2r_slack_ps": 5060,
        "slowest_delay_ps": 450,
        "reg2reg_depth": 6,
        "path_class": "reg2out",
        "worst-path-buf-inv": 1,
        "crit_path_cell_trace": "clkdlybuf4s50_1",
        "worstPathRequired_ps": 5760,
        "worstReg2RegEnd": "UART.tx",
    },
    "run": {
        "warnings": 31,
        "maxCapViolations": 0,
    },
    "finish": {
        "largest_reg_flops": 32,
        "stdcell_area_um2": 3660,
        "nFillCells": 732,
        "syn_to_final_growth_pct": 9.38,
        "drive_above_1_share": 0.0777,
    },
    "clocking": {
        "cts_buffer_depth": 2,
        "cts_sinks": 80,
        "cts_resized": 0,
        "cts_setup_buffers": 0,
        "clk_pin_slew_worst_paths_ps": 80,
        "clkLatencyLatePin_ps": 350,
        "cts_buffers": 9,
        "htree_levels": 3,
        "clockRootBuffer": "clkbuf_8",
        "hold_buffers": 0,
        "cts_tree": "yes",
    },
    "detailed_routing": {
        "num_antenna_cells": 0,
        "wl_per_cell_um": 12.7,
        "postRouteAntennaNets": 0,
        "num_vias": 2011,
        "wl_um": 5070,
        "drt_first_pass_iters": 4,
        "avgViaCountPerCell": 5.05,
        "drc": 0,
        "drt_iter0_drc": 72,
    },
    "min_path": {
        "hp-start": "ECG.state[0]",
        "hold_depth": 1,
        "hold-path-endpoint": "ECG.state[0]",
        "hp-class": "reg2reg",
    },
    "placed_design": {
        "portBuffers": 2,
        "gp_congestion": 0.817,
        "hpwlAfterDp_um": 3410,
        "place_ws_ps": 5010,
        "placed_cell_area_um2": 3480,
    },
    "power_and_ir_drop": {
        "power_uw": 781,
        "power_leakage_uw": 0.00128,
        "power_density_nw_per_um2": 213,
        "irDropWorstVdd_uv": 127,
    },
}
-- power by group --
part	switching, uW	internal [uW]	leakage [uW]	total [uW]
Clock	158	148	0.0000984	306
Sequential	0	475	0.000798	475
Combinational	0.00724	0	0.000383	0.00762
-- logic make-up after synthesis --
kind of cell / Yosys count / synth area share
AND-OR/OR-AND: 23 / 0.0464
XOR/XNOR: 47 / 0.123
adder cells (fa/ha/maj): 6 / 0.0224
buffers and inverters: 12 / 0.0157
flip-flops: 80 / 0.607
other: 1 / 0.00112
AND/OR/NAND/NOR: 112 / 0.184
-- cells in the final DEF, fill, tap and decap left out, types with 2 or more instances in the layout --
cell,instances
clkinv_4,2
dfxtp_1,37
inv_1,8
nor4_1,8
edfxtp_1,43
clkbuf_8,9
clkinv_2,2
xor2_1,13
nand2_1,19
and3_2,3
nand4_1,10
nor3_1,4
o21ai_0,6
a221oi_1,2
ha_1,6
clkdlybuf4s50_1,2
nand3_1,26
conb_1,2
and3_1,3
nand2b_1,3
nor2_1,21
a22oi_1,4
xnor2_1,34
and4_1,2
or3_1,4
a21oi_1,4
-- stage by stage --
| step | hold WS [ps] | cells | utilization |
|---|---|---|---|
| 3_3_place_gp | 387 | 382 | 0.438 |
| 3_5_place_dp | 397 | 382 | 0.438 |
| 6_report | 413 | 398 | 0.462 |
| 5_1_grt | 427 | 398 | 0.462 |
| 2_1_floorplan | 378 | 282 | - |
| 4_1_cts | 416 | 398 | 0.462 |
-- cell type report --
class,instances,area [um2],share of cell area
sequential,80,2030,0.555
multi-input combinational,190,1270,0.346
tap,102,128,0.0349
clock buffer,12,158,0.0431
inverter,8,30.0,0.00820
timing repair buffer,2,20.0,0.00547
clock inverter,4,27.5,0.00752
-- worst max-delay path by stage --
| stage | start | endpoint | slack [ps] | cells past startpoint |
|---|---|---|---|---|
| 4_1_cts | UART.tx | uart_tx | 4620 | 1 |
| 5_1_grt | UART.tx | uart_tx | 4570 | 1 |
| 6_report | UART.tx | uart_tx | 4640 | 1 |
-- per-layer routing --
| layer | global-route usage | wire [um] |
|---|---|---|
| met1 | 0.240 | 2760 |
| met2 | 0.181 | 1980 |
| met3 | 0.0339 | 214 |
| met4 | 0.0346 | 113 |
| met5 | 0 | 0 |
No activity file was given, so power comes from the tool's default toggle rates.
